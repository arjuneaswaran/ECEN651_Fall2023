===== /design/flow/design.v =====
`timescale 1ns / 1ps
module RegisterFile(
  output reg [31:0] BusA,
  output reg [31:0] BusB,
  input [31:0] BusW,
  input  [4:0] RA,
  input  [4:0] RB,
  input  [4:0] RW,
  input  RegWr,
  input  Clk
);                 
  reg [31:0] register [31:0];  
  integer i;
  initial begin
  register[0] = 0;
  end                         
  always @(posedge Clk) begin
    if(RegWr == 1 & RW!=0)
      register[RW] <= BusW;
  end                         
  always @(*) begin
      BusA <= register[RA];
      BusB <= register[RB];
  end                        
endmodule

===== /design/flow/run.sh =====
#!/bin/bash
# OpenROAD 26Q1-2900-gdf79404cd8, Yosys 0.63+post, stock flow scripts
make -C /OpenROAD-flow-scripts/flow DESIGN_CONFIG=/design/flow/config.mk WORK_HOME=/design/flow/orfs finish

===== /design/flow/config.mk =====
export PLATFORM = sky130hd
export DESIGN_NAME = RegisterFile
export DESIGN_NICKNAME = RegisterFile
export VERILOG_FILES = /design/flow/design.v
export SDC_FILE = /design/flow/constraint.sdc
export NUM_CORES = 4
export LEC_CHECK = 1
export CORE_UTILIZATION = 40

===== /design/flow/constraint.sdc =====
current_design RegisterFile

set clk_period 7.5
set clk_io_pct 0.2

create_clock -name clk0 -period $clk_period [get_ports {Clk}]

set non_clock_inputs [all_inputs -no_clocks]
set_input_delay [expr $clk_period * $clk_io_pct] -clock clk0 $non_clock_inputs
set_output_delay [expr $clk_period * $clk_io_pct] -clock clk0 [all_outputs]

==> impl_metrics.env <==
# physical design summary
export IMPL_design_area_sq_um=55700
export IMPL_io_buffer_count=112
export IMPL_dr_first_iter_drc_count=2057
export IMPL_static_leakage_power_nw=20.4
export IMPL_library_cell_with_the_largest_summed_area_after_synthesis="sky130_fd_sc_hd__edfxtp_1"
export IMPL_reg_top3="register x1024"
export IMPL_transition_time_at_the_pin_with_the_least_slew_margin_ns=0.964
export IMPL_edf_count=1024
export IMPL_dieHeight_um=351
export IMPL_max_stage_delay_ns=0.65
export IMPL_globalRouteOverflowTotal=0
export IMPL_cts_post_setup_buffers_inserted=0
export IMPL_finalClockPeriodUsage_pct=81.4
export IMPL_ant_nets=0
export IMPL_wl_met2_um=70300
export IMPL_setup_worst_path_end_class="output pin"
export IMPL_synth_cellmix_compoundShare_pct=8.05
export IMPL_power_density_cell_area_nw_per_um2=233
export IMPL_critPathArrivalTime_ns=4.60
export IMPL_max_cap_violations=0
export IMPL_synth_async_reset_ratio_pct=0
export IMPL_synth_yosys_seq_area_share_pct=63.1
export IMPL_design_portCount=113
export IMPL_timing_final_setup_violations=0
export IMPL_path_class="in -> out"
export IMPL_antenna_found_initial=8
export IMPL_routed_top_layer="met5"
export IMPL_gp_congestion=0.871
export IMPL_worst_hold_path_stage_count=2
export IMPL_ys_top_logic_family="multiplexers"
export IMPL_largest_register="register"
export IMPL_m1WireLength_um=55000
export IMPL_path_cells="clkdlybuf4s50_1, and2_4, buf_4, a22o_1, nor3_1, a31oi_1, nand3_1, clkdlybuf4s50_1"
export IMPL_class_of_the_most_critical_hold_timing_path="in -> reg"
export IMPL_synthDominantCellAreaShare_pct=63.1
export IMPL_synth_cellmix_xorXnorShare_pct=0
export IMPL_synth_flops=1024
export IMPL_groute_usage_overall_pct=26.6
export IMPL_area_growth_synth_to_final_pct=14.2
export IMPL_critical_path_slowest_cell="sky130_fd_sc_hd__and2_4"
export IMPL_max_clock_freq_mhz=164
export IMPL_path_clk_slew_ns=0.06
export IMPL_cp_top_family="buffers and inverters"
export IMPL_cts_tree="built"
export IMPL_peakVddDrop_uv=198
export IMPL_floorplan_initialDensity_pct=40.5
export IMPL_final_min_clock_period_ns=6.10
export IMPL_worst_ep_required_time_ns=6.00
export IMPL_fraction_of_layout_cells_with_a_size_suffix_above_1_pct=9.69
export IMPL_layout_top_cells="sky130_fd_sc_hd__mux2i_1, sky130_fd_sc_hd__edfxtp_1, sky130_fd_sc_hd__nand3_1"
export IMPL_placed_cell_area_sq_um=52200
export IMPL_synth_simple_area_share_pct=4.71
export IMPL_detailedPlacementHpwl_um=84100
export IMPL_first_pass_grt_wire_length_um=217000
export IMPL_synth_mux_area_fraction_pct=21.0
export IMPL_largest_register_ffs=1024
export IMPL_clk_path_buf_depth=3
export IMPL_beginning_of_the_worst_hold_path="BusW[3]"
export IMPL_grt_setup_unrepaired="no"
export IMPL_topCellsByArea="sky130_fd_sc_hd__edfxtp_1, sky130_fd_sc_hd__mux2i_1, sky130_fd_sc_hd__a22oi_1, sky130_fd_sc_hd__a22o_1, sky130_fd_sc_hd__nand3_1"
export IMPL_dieArea_sq_um=123000
export IMPL_status="complete, no violations"
export IMPL_firstDrtPassIters=5
export IMPL_yosysCellCount=3386
export IMPL_post_drt_wl_per_cell_um=29.2
export IMPL_postLayoutCoreUtil_pct=46.2
export IMPL_cts_htree_levels=3
export IMPL_path_buffers=3
export IMPL_synth_cells=3386
export IMPL_routed_via_count=30800
export IMPL_synthesized_area_divided_by_synthesized_cell_count_sq_um=14.4
export IMPL_ys_area_sq_um=48800
export IMPL_layout_setup_ws_ns=1.40
export IMPL_worstSetupStartpointType="input port"
export IMPL_clock_sink_count=1024
export IMPL_cts_hold_fix_buffers=0
export IMPL_hold_path_end="register[25][3]$_DFFE_PP_"
export IMPL_fp_dieW_um=351
export IMPL_worst_path_max_fanout=38
export IMPL_cts_root_buf="sky130_fd_sc_hd__clkbuf_16"
export IMPL_critical_path_top_cell_by_count="sky130_fd_sc_hd__clkdlybuf4s50_1"
export IMPL_most_common_reg_cell="sky130_fd_sc_hd__edfxtp_1"
export IMPL_postCtsResizedCells=0
export IMPL_cts_buf_count=107
export IMPL_tool_warnings=26
export IMPL_synth_lib_cells_used_distinct=24
export IMPL_ys_warn_count=1
export IMPL_routed_via_density=5.89
export IMPL_area_of_the_core_sq_um=120000
export IMPL_rows=127
export IMPL_place_worst_setup_slack_ns=1.42
export IMPL_totalWireLength_um=153000
export IMPL_first_global_vias=31600
export IMPL_final_fill_count=10500
export IMPL_hold_viol_final=0
export IMPL_pin_count_of_the_biggest_net_entering_global_routing=89
export IMPL_detail_route_drc_violations=0
export IMPL_max_slew_margin_pct=35.6
export IMPL_routed_wl_met3_um=22500
export IMPL_mappedNetlistArea_sq_um=48800
export IMPL_final_max_slew_violation_count=0
export IMPL_setup_tns_after_final_layout_ns=0
export IMPL_synth_adder_area_share_pct=0
-- metal layers --
metal,global-route usage (%),up-vias
li1,-,13700
met1,33.6,15200
met2,39.6,1712
met3,16.6,285
met4,6.86,14
met5,0.353,-
-- worst max-delay path by stage --
stage | to | from | depth (start not counted)
after CTS | BusB[8] | RB[2] | 8
after global routing | BusA[24] | RA[2] | 8
final | BusB[8] | RB[2] | 8
-- power by group --
group          switching [mW]  internal [mW]  leakage, nW  total (mW)
Clock                    2.22           3.12         1.71        5.34
Sequential             0.0320           6.38         9.25        6.41
Combinational           0.740          0.459         9.49        1.20
Total                    2.99           9.96         20.4        12.9
-- cell families (layout without fill, tap and decap cells) --
logic type	after synthesis	in the layout
buffers and inverters	253	459
other	1	33
DFF	1024	1024
muxes	1024	1024
AOI/OAI and AO/OA	576	576
and+or+nand+nor	508	508
-- Yosys cell counts (all sizes together) (5+ instances only) --
library cell	instances
nand3b	5
nor2	34
a21oi	192
mux2i	1024
nand3	194
edfxtp	1024
a22o	128
a22oi	192
nand2	195
clkbuf	86
nor3	64
buf	167
a31oi	64
-- cell type report --
class	instances	area, sq um	share of cell area [%]
Antenna cell	1	2.50	0.00449
Clock buffer	128	2780	4.99
Clock inverter	73	734	1.32
Multi-Input combinational cell	2140	16900	30.3
Sequential cell	1024	30700	55.2
Tap cell	1612	2020	3.62
Timing Repair Buffer	258	2510	4.52
-- stage by stage --
step	instances	hold slack, ns	power (mW)
floorplan	3417	1.60	7.20
global placement	5034	2.33	7.72
detailed placement	5034	2.34	7.72
CTS	5235	1.61	13.0
global route	5235	1.64	13.3
finish	5236	1.63	12.9
Power and IR drop assume default switching activity.
