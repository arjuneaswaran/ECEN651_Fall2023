--- flow/design.v ---
`timescale 1ns / 1ps
module ALU(BusW, Zero, BusA, BusB, ALUCtrl
    );
input wire [31:0] BusA, BusB;
output reg [31:0] BusW;
input wire [3:0] ALUCtrl ;
output wire Zero ;   
assign Zero = (BusW==32'b0) ? 1 : 0;   
always@(*)begin	
	case (ALUCtrl)        
	4'b0000:   BusW <=  BusA & BusB;
	4'b0001:    BusW <=  BusA | BusB;
	4'b0010:   BusW <=  BusA + BusB;
	4'b1000:  BusW <=  BusA + BusB;
	4'b0011:   BusW <=  BusB << BusA;
	4'b0100:   BusW <=  BusB >> BusA;
	4'b0110:   BusW <=  BusA - BusB;
	4'b1001:  BusW <=  BusA - BusB;
	4'b1010:   BusW <=  BusA ^ BusB;
	4'b1100:   BusW <=  ~(BusA | BusB);
	4'b0111:   BusW <=  $signed(BusA) < $signed(BusB);
	4'b1011:  BusW <=  (BusA<BusB)?1:0;
    4'b1101: BusW <= ($signed(BusB)) >>> BusA;
    4'b1110:   BusW <=  {BusB[15:0], 16'b0};   
	default:BusW <=  32'b0;  
	endcase
end
endmodule
--- flow/config.mk ---
export PLATFORM = sky130hd
export DESIGN_NAME = ALU
export DESIGN_NICKNAME = ALU
export VERILOG_FILES = /design/flow/design.v
export SDC_FILE = /design/flow/constraint.sdc
export NUM_CORES = 4
export LEC_CHECK = 1
export CORE_UTILIZATION = 40
--- flow/constraint.sdc ---
current_design ALU

set clk_period 17.7
set clk_io_pct 0.2

create_clock -name clk0 -period $clk_period

set non_clock_inputs [all_inputs -no_clocks]
set_input_delay [expr $clk_period * $clk_io_pct] -clock clk0 $non_clock_inputs
set_output_delay [expr $clk_period * $clk_io_pct] -clock clk0 [all_outputs]
--- flow/run.sh ---
#!/bin/bash
# OpenROAD 26Q1-2900-gdf79404cd8, Yosys 0.63+post, stock flow scripts
make -C /OpenROAD-flow-scripts/flow DESIGN_CONFIG=/design/flow/config.mk WORK_HOME=/design/flow/orfs finish
==> flow_metrics.env <==
# implementation run metrics
export IMPL_outcome="finished clean"
export IMPL_period_minus_slack_ns=14.05
export IMPL_avgSynthCellArea_um2=6.79
export IMPL_drive_above_1_share_pct=9.99
export IMPL_setup_violations=0
export IMPL_fin_tns_setup_ns=0
export IMPL_lay_top_count="nor2_1"
export IMPL_cp_end_kind="output pin"
export IMPL_drc_errors=0
export IMPL_hold_class="in2out"
export IMPL_switching_share_pct=62.9
export IMPL_ys_types=86
export IMPL_p_switching_mw=0.259
export IMPL_internal_power_mw=0.153
export IMPL_yosysChipArea_um2=10800
export IMPL_chip_area_um2=27800
export IMPL_leakage_nw=4.78
export IMPL_crit_arrival_ns=10.51
export IMPL_crit_cells=16
export IMPL_syn_inst=1597
export IMPL_syn_area_um2=10800
export IMPL_grt_pass1_wl_um=90800
export IMPL_fp_util_pct=41.1
export IMPL_hpwl_um=49600
export IMPL_worstSetupEndpoint="Zero"
export IMPL_slew_violations=0
export IMPL_die_h_um=167
export IMPL_n_fill_cell=2742
export IMPL_fmax_mhz=71.2
export IMPL_nClkBuffers=0
export IMPL_top_area_cell="ha_1"
export IMPL_yosysWarnings=1
export IMPL_cp_start_kind="input pin"
export IMPL_fin_crit_sh_pct=79.4
export IMPL_crit_required_ns=14.16
export IMPL_post_drt_wl_per_cell_um=32.6
export IMPL_logic_area_um2=9900
export IMPL_coreArea_um2=26400
export IMPL_post_cts_buffers=0
export IMPL_max_stage_delay_ns=1.03
export IMPL_hold_depth=7
export IMPL_grt_overflow_total=0
export IMPL_drtIter0Drc=1848
export IMPL_grt_max_degree=60
export IMPL_boundaryPins=101
export IMPL_cp_slowest_cell="a2111oi_0"
export IMPL_route_vias_total=14200
export IMPL_powerDensity_nw_per_um2=34.1
export IMPL_hold_viol_final=0
export IMPL_viasPerCell=7.30
export IMPL_ys_cells=1597
export IMPL_synth_top_cells_by_area="ha_1, mux4_2, a21oi_1"
export IMPL_ir_drop_mv=0.0177
export IMPL_met1_usage_pct=62.7
export IMPL_postCtsResizedCells=0
export IMPL_busiest_layer="met2"
export IMPL_syn_to_final_growth_pct=11.3
export IMPL_rows=59
export IMPL_use_met3_pct=11.8
export IMPL_drtPass1Iterations=6
export IMPL_track_usage_pct=45.6
export IMPL_cts_hold_buffers=0
export IMPL_port_buffers=101
export IMPL_place_congestion=1.12
export IMPL_lay_top_cells="nor2_1, nand2_1, a21oi_1"
export IMPL_rsz0062_at_grt="false"
export IMPL_tightest_slew_ns=1.12
export IMPL_ys_seq_share_pct=0
export IMPL_max_cap_viol_count=0
export IMPL_die_w_um=167
export IMPL_warnings=98
export IMPL_seq_cell_count=0
export IMPL_critPathMaxFanout=33
export IMPL_setup_ws_ns=3.65
export IMPL_critPathTopFamily="AND-OR/OR-AND gates"
export IMPL_path_class="in2out"
export IMPL_drt_total_wl_um=63600
export IMPL_crit_buf_inv=3
export IMPL_grt_pass1_vias=12900
export IMPL_slew_headroom_pct=23.6
export IMPL_ant_nets=0
export IMPL_top_cell_area_share_pct=11.3
export IMPL_dp_slack_ns=4.11
export IMPL_grt_met2_usage_pct=66.0
export IMPL_antenna_found_initial=1
export IMPL_crit_start="BusA[2]"
export IMPL_seq_area_um2=0
export IMPL_worstPathCellList="buf_4 > clkinv_1 > ha_1 > nand2b_1 > a2111oi_2 > o21ai_1 > a211oi_1 > o211ai_1 > a2111oi_0 > o311ai_0 > nor2_1 > o2111ai_1 > nor4_1 > nand4b_1 > nor3_2 > clkdlybuf4s50_1"
[power by group through the flow]
stage / Sequential (mW) / Clock (mW) / Combinational (mW)
after CTS: 0 / 0 / 0.395
after global routing: 0 / 0 / 0.430
[per-layer routing]
metal	vias to the layer above	wire length (µm)
met5	-	0
met4	0	4370
met3	210	7870
met2	1164	26200
met1	6716	25200
li1	6143	-
[through the flow]
stage	cells	power, mW	hold WS (ns)	utilization (%)	area (µm²)
2_1_floorplan	1597	0.234	7.31	-	10800
3_3_place_gp	1947	0.396	8.42	45.8	12100
3_5_place_dp	1947	0.393	8.41	45.8	12100
4_1_cts	1947	0.395	8.41	45.8	12100
5_1_grt	1947	0.430	8.50	45.8	12100
6_report	1949	0.412	8.45	45.8	12100
[Yosys cell counts, drive strengths merged (20+ instances only)]
master / instances
a31oi: 27
nand3: 48
clkbuf: 88
buf: 48
a221oi: 25
o211ai: 38
a21oi: 139
or3: 21
inv: 97
mux2i: 64
o21ai: 106
a22oi: 28
o22ai: 20
ha: 98
a211oi: 30
mux4: 47
nor2: 150
nor3: 42
nand2: 144
[layout make-up]
class              instances  share of cell area [%]
repair buffers           151                    11.4
diodes                     2                  0.0415
multi-input cells       1360                    82.0
well taps                335                    3.47
inverters                101                    3.14
[cells by family after synthesis]
kind of cell | Yosys count | synth area share (%)
mux | 129 | 17.6
buf+inv | 237 | 8.94
xor+xnor | 11 | 0.888
compound gates | 583 | 36.6
fa+ha+maj | 100 | 11.7
simple gates | 537 | 24.3
[how the worst min path moves through the flow]
| stage | start | endpoint |
|---|---|---|
| final | BusA[1] | BusW[3] |
| after global routing | BusA[1] | BusW[3] |
| after CTS | BusA[1] | BusW[3] |
Power and IR drop assume default switching activity.
