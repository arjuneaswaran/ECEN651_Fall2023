[flow/design.v]
`timescale 1ns / 1ps
module DataMemory(
  output reg [31:0] ReadData,
  input [5:0] Address,
  input [31:0] WriteData,
  input MemoryRead,
  input MemoryWrite,
  input Clock);   
  reg [31:0] mem [63:0];   
  integer i;
  always @(posedge Clock) begin
    if(MemoryRead == 1)
      ReadData = mem[Address];
  end                       
  always @(negedge Clock) begin
    if(MemoryWrite == 1)
      mem[Address] = WriteData;  
  end                       
endmodule
[flow/run.sh]
#!/bin/bash
# OpenROAD 26Q1-2900-gdf79404cd8, Yosys 0.63+post, stock flow scripts
make -C /OpenROAD-flow-scripts/flow DESIGN_CONFIG=/design/flow/config.mk WORK_HOME=/design/flow/orfs finish
[flow/config.mk]
export PLATFORM = sky130hd
export DESIGN_NAME = DataMemory
export DESIGN_NICKNAME = DataMemory
export VERILOG_FILES = /design/flow/design.v
export SDC_FILE = /design/flow/constraint.sdc
export NUM_CORES = 4
export LEC_CHECK = 1
export CORE_UTILIZATION = 30
[flow/constraint.sdc]
current_design DataMemory

set clk_period 34.1
set clk_io_pct 0.2

create_clock -name clk0 -period $clk_period [get_ports {Clock}]

set non_clock_inputs [all_inputs -no_clocks]
set_input_delay [expr $clk_period * $clk_io_pct] -clock clk0 $non_clock_inputs
set_output_delay [expr $clk_period * $clk_io_pct] -clock clk0 [all_outputs]
==> impl_metrics.ini <==
; yosys + openroad results
[status]
outcome = complete, no violations

[power]
power_frac_comb = 0.048
switching_share = 0.278
leakage_nw = 39.5
post_layout_power_w = 0.00651
switching_power_w = 0.00181
power.share.sequential = 0.440
worst_ir_drop_vdd_v = 0.0000517
power-per-cell-area_mw_per_mm2 = 65.4
int_power_w = 0.00470
clkPwrFrac = 0.511

[place]
place_ws_ns = 5.90
globalplace.congestion = 0.958
placement.io_buffers = 72
placed_area_mm2 = 0.0845
dp_hpwl_um = 144000

[floorplan]
io_pins = 73
floorplan.rows = 187
vertical_extent_of_the_die_um = 514
floorplan.core_util = 0.303
design.core.area_mm2 = 0.260
die_w_um = 514
dieArea_mm2 = 0.265

[critical_path]
critical_path_peak_fanout = 39
critical_path_data_arrival_time_ns = 10.83
critical-path-top-cell-by-count = sky130_fd_sc_hd__buf_4
cp-end-kind = flip-flop
critPathKind = input port to flip-flop
cp_slowest_stage_delay_ns = 0.86
path_cells = buf_8 -> buf_4 -> buf_4 -> nor2b_4 -> nand3_1 -> buf_4 -> nor2_4 -> buf_4
critPathRequiredTime_ns = 17.47
reg2reg_setup_slack_ns = 13.99
crit_path_start = Address[1]
start_kind = input port
crit_path_top_delay_cell = sky130_fd_sc_hd__nor2b_4
rr_startpoint = mem[28][17]

[routing]
tritonroute_pass_1_iters = 6
ant_nets = 0
detail_route.wirelength_um = 242000
drt-wirelength-per-cell_um = 23.4
route.vias.total = 51004
drt_initial_violations = 3643
route.detailed.drc = 0
avgViaCountPerCell = 4.92

[clock_network]
post_cts_resized = 0
clk-insertion-delay-late_ns = 0.86
tritoncts = built
postCtsHoldBufs = 0
total_setup_buffers_inserted_after_cts = 0
numCtsBuffers = 210
cts_buffer_depth = 3
clk_transition_reported_paths_ns = 0.06
root_buffer = sky130_fd_sc_hd__clkbuf_16
cts_htree_levels = 4
cts_num_sinks = 2080

[finish]
nFillCells = 23328
syn_to_final_growth_pct = 26.3
final_common_cell = sky130_fd_sc_hd__inv_1
share_of_final_layout_standard_cells_stronger_than_drive_strength_1 = 0.112
finish.utilization = 0.382
fin_area_mm2 = 0.0995
mostFrequentLayoutCells = 2106 x sky130_fd_sc_hd__inv_1, 2080 x sky130_fd_sc_hd__edfxtp_1, 339 x sky130_fd_sc_hd__a221oi_1

[yosys]
synth.distinct_cells = 49
mappedNetlistArea_mm2 = 0.0788
yosys_most_used_dff = sky130_fd_sc_hd__edfxtp_1
largest_area_cell = sky130_fd_sc_hd__edfxtp_1
synth.top_cell.area_share = 0.793
synth_cells = 4489
synthArstFlopShare = 0
synth-seq-area-share = 0.793
ys_warn_count = 1
avgSynthCellArea_um2 = 17.5
ys_top_cells_by_area = sky130_fd_sc_hd__edfxtp_1 79%, sky130_fd_sc_hd__a221oi_1 3.8%, sky130_fd_sc_hd__mux2i_1 2.7%
postSynthRegisterBits = 2080
edf_count = 2080
yosysCellCount = 4489
yosys-stat-area_mm2 = 0.0788

[min_path]
timing.hold.worst.start = MemoryRead
worstHoldPathType = input port to flip-flop

[final_timing]
timing_max_transition_violations_final = 0
layout_setup_ws_ns = 6.64
timing_worst_slew_pin_value_ns = 1.07
finalClockSkew_ns = 0.0721
sum_of_negative_setup_slack_ns = 0
max-slew-margin-rel = 0.279
rsz0062_at_grt = no
final-setup-viol-count = 0
hold_violations = 0

[grt]
grt_usage = 0.196
pin_count_of_the_biggest_net_entering_global_routing = 112
grt_pass1_wl_um = 350000
grt_overflow_total = 0
grt_pass1_vias = 56146
grt_antenna_before_repair = 13

[flow_run]
tool_warnings = 1030
max-cap-violations = 0
==> critical path: cells and delay by family <==
kind / cells / cell delay (ns)
AND/OR/NAND/NOR: 3 / 1.52
buffers and inverters: 5 / 2.31
==> power groups by stage <==
stage,Sequential (W),Clock (W),Combinational (W)
finish,0.00287,0.00332,0.000315
CTS,0.00286,0.00341,0.000312
global route,0.00286,0.00372,0.000334
==> final timing paths <==
path | to | cells after the start
max | mem[14][19] | 8
min | ReadData[31] | 2
max reg2reg | ReadData[17] | 5
min reg2reg | ReadData[10] | 3
==> cells by family after synthesis <==
| logic type | after synthesis | share of synthesized area |
|---|---|---|
| DFF | 2080 | 0.793 |
| AOI/OAI and AO/OA | 1269 | 0.115 |
| buffers and inverters | 342 | 0.0192 |
| muxes | 317 | 0.0468 |
| and+or+nand+nor | 481 | 0.0263 |
==> sequential cells by signal, summed over array words and instances, names as in the netlist <==
register and count:
ReadData 32, mem 2048
==> synthesized netlist by cell type, drive strengths merged (3+ instances only) <==
master / number
a211oi: 28
a21oi: 152
a221o: 14
a221oi: 339
a222oi: 15
a22o: 38
a22oi: 267
a31oi: 13
and2: 4
and3b: 3
buf: 165
clkbuf: 174
edfxtp: 2080
inv: 3
mux2: 69
mux2i: 214
mux4: 34
nand2: 158
nand3: 21
nand3b: 6
nand4: 3
nor2: 207
nor2b: 8
nor3: 31
o2111ai: 15
o211ai: 18
o21ai: 226
o221ai: 8
o22ai: 115
o32ai: 11
or3: 15
or4: 16
==> per-stage QoR <==
stage          instances  hold slack (ns)
2_1_floorplan       4489             6.93
3_3_place_gp        7932             7.44
3_5_place_dp        7932             7.45
4_1_cts            10368             6.54
5_1_grt            10370             6.56
6_report           10372             6.55
==> final cells by class <==
type / count / area [µm²] / share of cell area
diodes: 4 / 10.0 / 0.000101
clock buffers: 214 / 5320 / 0.0535
clock inverters: 2223 / 9690 / 0.0974
inverters: 2 / 17.5 / 0.000176
multi-input cells: 2067 / 15400 / 0.154
flip-flops and latches: 2080 / 62500 / 0.628
well taps: 3496 / 4370 / 0.0440
repair buffers: 286 / 2250 / 0.0226
==> per-layer routing <==
layer  global-route usage  vias up  wire length, µm
met5               0.0161        -              687
met2                0.276     2928           111000
met1                0.196    24556            79100
li1                     -    23028                -
met3                0.170      462            40900
met4                0.100       30            10400
No activity file was given, so power comes from the tool's default toggle rates.
